==> design/flow/run.sh <==
#!/bin/bash
# OpenROAD 26Q1-2900-gdf79404cd8, Yosys 0.63+post, stock flow scripts
make -C /OpenROAD-flow-scripts/flow DESIGN_CONFIG=/design/flow/config.mk WORK_HOME=/design/flow/orfs finish
==> design/flow/config.mk <==
export PLATFORM = sky130hd
export DESIGN_NAME = ram_bh
export DESIGN_NICKNAME = ram_bh
export VERILOG_FILES = /design/flow/design.v
export SDC_FILE = /design/flow/constraint.sdc
export NUM_CORES = 4
export LEC_CHECK = 1
export CORE_UTILIZATION = 40
export SYNTH_HDL_FRONTEND = slang
==> design/flow/constraint.sdc <==
current_design ram_bh

set clk_period 1.4
set clk_io_pct 0.2

create_clock -name clk0 -period $clk_period

set non_clock_inputs [all_inputs -no_clocks]
set_input_delay [expr $clk_period * $clk_io_pct] -clock clk0 $non_clock_inputs
set_output_delay [expr $clk_period * $clk_io_pct] -clock clk0 [all_outputs]
==> design/flow/design.v <==
module ram_bh (
  input  logic       CE_N, 
  input  logic       WE_N,
  input  logic [3:0] A,  
  input  logic [3:0] D,
  output logic [3:0] S
);
  logic [15:0][3:0] mem;
  always_latch begin
    if (~CE_N & ~WE_N) begin
      mem[A] <= D;
    end
  end
  always_comb begin
    case ({CE_N, WE_N}) 
      2'b00 : S = 4'bZ;
      2'b01 : S = ~mem[A];
      2'b10 : S = 4'bZ;
      2'b11 : S = 4'bZ;
    endcase
  end
endmodule
==> results_dict.tcl <==
# collected from the flow reports
set metrics [dict create \
    status "finished, violations left" \
    violations "negative setup slack" \
    unclocked_regs 64 \
    place_congestion 0.946 \
    portBuffers 14 \
    setup_viol 4 \
    die_y_um 64.8 \
    antenna_left 0 \
    io_pins 14 \
    p_leak_nw 0.891 \
    area_leaders "dlxtp_1 (61%), mux4_2 (23%), nor2_1 (3.3%)" \
    first_global_vias 1035 \
    hold-path-endpoint "S[3]" \
    slew_headroom_pct 65.0 \
    reg_top3 "mem (64)" \
    grt_pass1_wl_um 5340 \
    irDropWorstVdd_uv 90.4 \
    cp.arrival_ps 1560 \
    ys_area_um2 1580 \
    startpoint "A[0]" \
    syn_area_per_cell_um2 12.2 \
    final_area_um2 2020 \
    syn2layout_area_growth_pct 28.0 \
    num_vias 1052 \
    yosys.area.top_type "dlxtp_1" \
    hold_viol 0 \
    end_kind "primary output" \
    diodes 0 \
    hp-start "A[2]" \
    start_kind "input port" \
    worst_pin_slew_ps 522 \
    critPathMostFrequentCell "buf_12" \
    worstPathCellList "buf_8 > buf_12 > buf_12 > buf_6 > mux4_2 > a22oi_1 > and3_1 > buf_2" \
    fin_crit_ps 1840 \
    fmax_ghz 0.542 \
    grt_max_degree 17 \
    openroad.warnings 35 \
    antenna_found_initial 0 \
    untimed_endpoints 64 \
    ys_types 15 \
    crit_required_ps 1120 \
    gr-total-overflow 0 \
    netlist_area_um2 1580 \
    finalNonFillerCells 205 \
    power_density_nw_per_um2 158 \
    totalWireLength_um 3140 \
    chip_area_um2 4200 \
    synthCells 129 \
    wl_per_cell_um 15.3 \
    grt_use_total_pct 17.9 \
    slew_violations 0 \
    period_used_pct 132 \
    yosys_register_bits 64 \
    ys_cells 129 \
    hold-path-cell-count 5 \
    regMostFlops "mem" \
    dpl_cell_area_um2 1840 \
    cap_viol_max_count 0 \
    die_w_um 64.8 \
    fin_ws_ps -445 \
    largest_reg_flops 64 \
    crit_fanout 4 \
    path_class "in2out" \
    dp_hpwl_um 2180 \
    rsz0062_at_grt "yes" \
    drive_gt1_share_pct 28.7 \
    yosysTopAreaCellShare_pct 61.0 \
    dp.cells 194 \
    hold_path_class "in2out" \
    drt-pass1-iter-count 4 \
    cpMaxStageDelayCell "mux4_2" \
    placementRows 22 \
    utilization_pct 54.3 \
    via_per_inst 5.13 \
    nFillCells 311 \
    initial_core_util_pct 42.4 \
    drc_errors 0 \
    synth_warnings 0 \
    first_iter_violations 30 \
    max_stage_delay_ps 400 \
    coreArea_um2 3720 \
    tns_ps -1620 \
]
-- cell usage in the layout (no fill, tap or decap), drive strengths merged --
cell / count
and3: 4
buf: 24
nand3b: 2
bufbuf: 1
clkdlybuf4s50: 6
clkdlybuf4s15: 1
nor2: 14
nand2b: 2
a22oi: 4
dlygate4sd2: 2
or4: 1
mux4: 16
nand2: 5
nand3: 5
dlxtp: 64
nor2b: 2
nor3: 4
-- worst max-delay path: cells and delay by family --
kind	cells	cell delay (ps)
AOI/OAI and AO/OA	1	160
buffers and inverters	5	530
muxes	1	400
and+or+nand+nor	1	180
-- Yosys cell counts (all sizes together) --
cell type and instances:
dlxtp 64, mux4 16, nor2 14, nand2 5
nand3 5, a22oi 4, and3 4, nor3 4
buf 3, clkbuf 3, nand2b 2, nand3b 2
nor2b 2, or4 1
-- layout make-up --
type	instances	area, um^2	area share (%)
repair buffers	34	404	20.0
multi-input cells	59	593	29.4
well taps	48	60.1	2.98
flip-flops and latches	64	961	47.6
-- kinds of logic (layout without fill, tap and decap cells) --
logic type             after synthesis  count (layout)  synth area share [%]
AOI/OAI and AO/OA                    4               4                  1.90
buffers and inverters                6              34                  2.06
latches                             64              64                  61.0
muxes                               16              16                  22.9
and+or+nand+nor                     39              39                  12.2
-- power breakdown --
part | total, mW | internal [mW] | switching, mW | leakage [nW]
registers | 0.0373 | 0.0370 | 0.000310 | 0.508
logic | 0.281 | 0.165 | 0.116 | 0.383
clock network | 0 | 0 | 0 | 0
total | 0.319 | 0.202 | 0.116 | 0.891
-- repair_timing --
action / in CTS / in global routing
gates resized: 32 / 1
endpoints found under the setup margin: 4 / 4
pin swaps: 8 / 6
setup buffers: 8 / 1
cloned: 2 / 0
hold buffers: 0 / 0
-- per-layer routing --
layer / up-vias / part of all wire [%] / global-route usage (%) / routed length [um]
li1: 517 / - / - / -
met1: 511 / 50 / 31.3 / 1570
met2: 24 / 45 / 26.7 / 1430
met3: 0 / 4.9 / 2.86 / 153
met4: 0 / 0 / 0 / 0
met5: - / 0 / 0 / 0
-- worst max-delay path by stage --
stage,end,depth (start not counted)
after CTS,S[0],8
after global routing,S[0],8
final,S[2],8
-- per-stage QoR --
| step | power (mW) | hold slack (ps) | setup WS [ps] |
|---|---|---|---|
| floorplan | 0.150 | 751 | -49.2 |
| global placement | 0.262 | 1800 | -1190 |
| detailed placement | 0.265 | 1810 | -1190 |
| CTS | 0.317 | 1250 | -488 |
| global route | 0.342 | 1290 | -496 |
| finish | 0.319 | 1270 | -445 |
No activity file was given, so power comes from the tool's default toggle rates.
