==> /design/flow/design.v <==
module fba (
  input  logic [3:0] A, 
  input  logic [3:0] B,
  input  logic       C,
  output logic [3:0] SUM,
  output logic       CARRY
);
  logic [2:0] fa_c; 
  fa fa_0 (.A (A[0]), .B (B[0]), .C (C),       .SUM (SUM[0]), .CARRY (fa_c[0]));
  fa fa_1 (.A (A[1]), .B (B[1]), .C (fa_c[0]), .SUM (SUM[1]), .CARRY (fa_c[1]));
  fa fa_2 (.A (A[2]), .B (B[2]), .C (fa_c[1]), .SUM (SUM[2]), .CARRY (fa_c[2]));
  fa fa_3 (.A (A[3]), .B (B[3]), .C (fa_c[2]), .SUM (SUM[3]), .CARRY (CARRY));
endmodule
module fa (
  input  logic A, 
  input  logic B,
  input  logic C,
  output logic SUM,
  output logic CARRY
);
  logic carry_ha_0;
  logic sum_ha_1;
  logic carry_ha_1;  
  ha ha_0 (.A (A), .B (sum_ha_1), .SUM (SUM),      .CARRY (carry_ha_0));
  ha ha_1 (.A (B), .B (C),        .SUM (sum_ha_1), .CARRY (carry_ha_1));
  or or_0 (CARRY, carry_ha_0, carry_ha_1);
endmodule
module ha (
  input  logic A, 
  input  logic B,
  output logic SUM,
  output logic CARRY
);
  xor xor_0 (SUM,   A, B);  
  and and_0 (CARRY, A, B);  
endmodule
module alu (
  input  logic [7:0] A, 
  input  logic [7:0] B,
  input  logic       S_U,
  output logic [7:0] S
);
  logic       fba_carry;
  logic [7:0] xor_b;
  xor xor_0 (xor_b[0], B[0], S_U);
  xor xor_1 (xor_b[1], B[1], S_U);
  xor xor_2 (xor_b[2], B[2], S_U);
  xor xor_3 (xor_b[3], B[3], S_U);   
  xor xor_4 (xor_b[4], B[4], S_U);
  xor xor_5 (xor_b[5], B[5], S_U);
  xor xor_6 (xor_b[6], B[6], S_U);
  xor xor_7 (xor_b[7], B[7], S_U);      
  fba fba_0 (.A (A[3:0]), .B (xor_b[3:0]), .C (S_U),       .SUM (S[3:0]), .CARRY (fba_carry));
  fba fba_1 (.A (A[7:4]), .B (xor_b[7:4]), .C (fba_carry), .SUM (S[7:4]), .CARRY ( ));
endmodule
==> /design/flow/run.sh <==
#!/bin/bash
# OpenROAD 26Q1-2900-gdf79404cd8, Yosys 0.63+post, stock flow scripts
make -C /OpenROAD-flow-scripts/flow DESIGN_CONFIG=/design/flow/config.mk WORK_HOME=/design/flow/orfs finish
==> /design/flow/config.mk <==
export PLATFORM = sky130hd
export DESIGN_NAME = alu
export DESIGN_NICKNAME = alu
export VERILOG_FILES = /design/flow/design.v
export SDC_FILE = /design/flow/constraint.sdc
export NUM_CORES = 4
export LEC_CHECK = 1
export CORE_AREA = 10 10 70 70
export DIE_AREA = 0 0 80 80
==> /design/flow/constraint.sdc <==
current_design alu

set clk_period 6.6
set clk_io_pct 0.2

create_clock -name clk0 -period $clk_period

set non_clock_inputs [all_inputs -no_clocks]
set_input_delay [expr $clk_period * $clk_io_pct] -clock clk0 $non_clock_inputs
set_output_delay [expr $clk_period * $clk_io_pct] -clock clk0 [all_outputs]
==> run notes <==
Reports from this run.

- The flow ran to the end, and the final reports show no timing, DRC or antenna violations.
- Looking at the max-slew report, the worst-margin pin has a slew of 0.194 ns.
- Global routing finished with a remaining overflow of 0.
- The normalized max-slew margin is 87.0%.
- For reference, the top cells by area after synthesis are sky130_fd_sc_hd__fa_1 35%, sky130_fd_sc_hd__xnor2_1 21%, sky130_fd_sc_hd__buf_4 18%, sky130_fd_sc_hd__inv_1 13%, sky130_fd_sc_hd__xnor2_2 4.8%.
- Per the cell usage report, the commonest logic cell in the layout is sky130_fd_sc_hd__clkdlybuf4s50_1.
- The yosys warning tally reads 0.
- The power density relative to cell area is 105 nW/um2.
- The die outline width is 80 um.
- Using the TritonRoute via totals, the vias-per-cell ratio works out to 2.76.
- The number of iterations in the first detailed-routing pass is 1.
- The placed wire-length estimate after detailed placement is 906 um.
- The count of maximum capacitance violations is 0.
- The sum of routed wire length over all layers is 939 um.
- The area used by sequential logic in the layout reads 0 um2.
- The via count of the first global-routing pass was 278.
- The kind of end point of the critical path is an output pin.
- The tally of clock buffers in the finished layout is 0.
- The core area is 3420 um2.
- The critical path class reads in -> out.
- The count of input and output buffers reads 25.
- The final period utilization reads 97.3%.
- Setup repair after global routing left no endpoint under its margin.
- Compared with the post-synthesis result, the final layout area differs by 72.2%.
- The post-route cell area reads 588 um2.
- The number of failing hold endpoints at the final stage reads 0.
- The cell taking the most area after synthesis reads sky130_fd_sc_hd__fa_1.
- Global routing consumed, over all layers together, 2.77% of the routing resources.
- The final-report setup violation count reads 0.
- The cell area after placement is 586 um2.
- The cell count in the Yosys report is 38.
- The class of the worst hold path reads in -> out.
- The routed design could run at a clock period as short as 6.42 ns.
- The detail-routed net length per standard cell is 9.30 um.
- The proportion of netlist area held by the largest area contributor reads 35.2%.
- The maximum number of pins on one net before global-route repair reads 7.
- The synthesized area per cell reads 8.99 um2.
- The yosys stat chip area is 342 um2.
- TritonRoute reported its final design rule violation total as 0.
- For the worst setup path, the data arrival time is 5.10 ns.
- The data required time of the worst path reads 5.28 ns.
- The startpoint type of the worst setup path reads an input pin.
- The routed layout has 279 vias.
- The start point of the critical path is A[0].
- The beginning of the worst hold path reads S_U.
- The number of nets with antenna violations after detailed routing reads 0.
- The total die size reads 6400 um2.
- 0 antenna diodes ended up in the layout.
- The static leakage power reads 0.254 nW.
- The wire length of the first global-routing pass reads 1410 um.
- The worst hold path cell count is 5.
- The highest clock rate reads 0.156 GHz.
- The weighted congestion reported at the end of routability-driven placement is 0.798.
- The worst VDD IR drop from the latest analysis is 0.0550 mV.
- The summed negative setup slack over all endpoints is 0 ns.
- Before any placement, the netlist area is recorded as 342 um2.
- The initial antenna violation count is 0.
- The number of DRC violations after detailed-routing iteration 0 reads 0.
- The synthesized instance count is 38.
- Measured along the y axis, the die boundary spans 80 um.
- The biggest fanout along the worst timing path reads 2.
- The count of pins over their slew limit is 0.
- The starting density of the core reads 10.0%.
- The sequential element share of the synthesized area reads 0%.
- Of the cells placed in the final design, the portion with a size suffix greater than 1 is 3.64%.
- The flip-flop and latch count is 0.
- The number of top-level pins is 25.
- The tool warning count for the run is 32.
- Per the cell usage report, the commonest logic cells after layout are 24 x sky130_fd_sc_hd__clkdlybuf4s50_1, 12 x sky130_fd_sc_hd__inv_1, 8 x sky130_fd_sc_hd__xnor2_1, 6 x sky130_fd_sc_hd__fa_1.
- In the Yosys stats the netlist draws on 8 distinct library cells.
- The total number of placement rows is 21.
- The worst hold margin is 3.60 ns.
==> cell families (layout without fill, tap and decap cells) <==
kind of cell	Yosys count	in the layout	synth area share, %
buffers and inverters	21	38	34.1
xor gates and xnor gates	10	10	27.8
adders and majority gates	6	6	35.2
muxes	1	1	2.93
==> cell usage after synthesis <==
| cell type | n |
|---|---|
| sky130_fd_sc_hd__buf_6 | 1 |
| sky130_fd_sc_hd__inv_1 | 12 |
| sky130_fd_sc_hd__fa_1 | 6 |
| sky130_fd_sc_hd__xor2_1 | 1 |
| sky130_fd_sc_hd__buf_4 | 8 |
| sky130_fd_sc_hd__xnor2_1 | 8 |
| sky130_fd_sc_hd__mux2i_1 | 1 |
| sky130_fd_sc_hd__xnor2_2 | 1 |
==> area by class of cell <==
class / count / area [um2]
Inverter: 12 / 45.0
Timing Repair Buffer: 26 / 260
Multi-Input combinational cell: 17 / 225
Tap cell: 46 / 57.6
Fill cell: 390 / 2830
==> metrics by stage <==
| stage | setup WS (ns) | utilization [%] | total power [mW] | std cells |
|---|---|---|---|---|
| 5_1_grt | 0.0396 | 17.2 | 0.0696 | 101 |
| 2_1_floorplan | 0.980 | - | 0.0380 | 38 |
| 3_3_place_gp | 0.132 | 17.1 | 0.0628 | 101 |
| 6_report | 0.177 | 17.2 | 0.0617 | 101 |
| 4_1_cts | 0.0599 | 17.1 | 0.0637 | 101 |
| 3_5_place_dp | 0.0780 | 17.1 | 0.0633 | 101 |
==> report_power, final <==
group | switching, mW | leakage [nW] | internal, mW
clock | 0 | 0 | 0
combinational | 0.0193 | 0.254 | 0.0424
sequential | 0 | 0 | 0
total | 0.0193 | 0.254 | 0.0424
==> routing by layer <==
layer  part of all wire [%]  global-route usage (%)
met1                     55                    4.86
met2                     22                    2.25
met3                     23                    2.16
met4                      0                       0
met5                      0                       0
==> worst paths after layout <==
check   end  slack [ns]
min    S[1]        3.60
max    S[7]        0.18
==> what timing repair did <==
action / in CTS / in global routing
endpoints found under the setup margin: 0 / 1
setup buffers: 0 / 0
hold buffers: 0 / 0
gates resized: 0 / 1
==> worst max-delay path: stages <==
cell and delay (ns):
sky130_fd_sc_hd__clkdlybuf4s50_1 0.51, sky130_fd_sc_hd__mux2i_1 0.10, sky130_fd_sc_hd__fa_1 0.38, sky130_fd_sc_hd__fa_1 0.38
sky130_fd_sc_hd__fa_1 0.39, sky130_fd_sc_hd__fa_1 0.38, sky130_fd_sc_hd__fa_1 0.39, sky130_fd_sc_hd__fa_1 0.38
sky130_fd_sc_hd__xnor2_1 0.21, sky130_fd_sc_hd__xnor2_1 0.15, sky130_fd_sc_hd__clkdlybuf4s50_1 0.50
Power is estimated from default activity; no workload was simulated.
